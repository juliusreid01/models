--- flow/design.v ---
module spram #(parameter MEM_DEPTH=16,        
                         MEM_WIDTH=8,         
                         MEM_DELAY=1)         
(input                       clk,     
 output wire [MEM_WIDTH-1:0] rdata,   
 input       [MEM_WIDTH-1:0] wdata,   
 input                       csn,     
 input                       wen,     
 input       [MEM_DEPTH-1:0] addr,    
 input                       mode,    
 input                       synch);  
reg [MEM_DEPTH-1:0][MEM_WIDTH-1:0] mem;         
reg                [MEM_WIDTH-1:0] rdata_int;   
assign rdata = csn ? 'z :                       
               ~wen && mode ? wdata :           
               synch ? rdata_int : mem[addr];   
always @(posedge clk) begin
   if( ~wen && ~csn )begin
      mem[addr] <= #MEM_DELAY wdata;
      rdata_int <= mode == 1'b1 ? wdata : mem[addr];
   end
   else
      rdata_int <= mem[addr];
end
endmodule  
--- flow/run.sh ---
#!/bin/bash
# OpenROAD 26Q1-2900-gdf79404cd8, Yosys 0.63+post, stock flow scripts
make -C /OpenROAD-flow-scripts/flow DESIGN_CONFIG=/design/flow/config.mk WORK_HOME=/design/flow/orfs finish
--- flow/config.mk ---
export PLATFORM = sky130hd
export DESIGN_NAME = spram
export DESIGN_NICKNAME = spram
export VERILOG_FILES = /design/flow/design.v
export SDC_FILE = /design/flow/constraint.sdc
export NUM_CORES = 4
export LEC_CHECK = 1
export CORE_UTILIZATION = 40
--- flow/constraint.sdc ---
current_design spram

set clk_period 14.9
set clk_io_pct 0.2

create_clock -name clk0 -period $clk_period [get_ports {clk}]

set non_clock_inputs [all_inputs -no_clocks]
set_input_delay [expr $clk_period * $clk_io_pct] -clock clk0 $non_clock_inputs
set_output_delay [expr $clk_period * $clk_io_pct] -clock clk0 [all_outputs]
==> git commit body <==
Store results of the implementation flow

* Final setup viols: 0
* Leak: 2.918 nW
- Broken down by cell family, the worst path's largest delay share belongs to buffers and inverters.
* Top-Level Pins: 37
- Xor/xnor share of the synthesized area: 0.2286%
* Launch point of the worst reg-to-reg path: mem[63]
- The number of different library cells used by synthesis comes to 45.
- The synthesized netlist devotes 5.649% of its cell area to compound gates.
- Class of the tightest hold or removal check: register to register
* Worst Hold Path Cells: 1
- In this run, CTS created clock tree buffers numbering 17.
- Req. time, crit path: 11.92 ns
* Post-synthesis adder-cell area fraction: 0.3265%
- Post-route setup TNS: 0 ns
* Internal power of the cells: 0.7356 mW
- Mean cell area of the mapped netlist: 14.63 µm²
- Worst hold slack: 0.5602 ns
* Total Wirelength: 17330 µm
- Of the combinational cells, the family taking the most area is multiplexers.
- The tree is rooted in a sky130_fd_sc_hd__clkbuf_16.
* Power density over the cells: 105.6 nW/µm²
* GRT overflow: 0
- Layout area overhead: 16.39%
- Cell count after synthesis: 524
- After detailed routing, the average wire length per cell comes to 21.34 µm.
* Clock network power share: 43.1%
- Placed Cells incl. Taps: 781
* TritonCTS clock tree: done
- The finished layout holds 812 standard cells, fillers aside.
- Dividing the detail-routed via count by the number of cells gives 5.876.
- Subtracting the final worst setup slack from the clock period gives 8.480 ns.
- Via Count: 4771
* Switching power of the nets: 0.2063 mW
* Skew-Pair Late Insertion Delay: 0.42 ns
- Iteration tally of the first detailed-router pass: 4
* Synth flops: 136
* Setup repair after global routing missed its margin: no
* Switching portion of total power: 21.90%
- In the final run the clock tree shows a worst skew of 0.007095 ns.
* Seq pwr share: 46.8%
* Antenna-violating nets left: 0
- Floorplan die area: 19720 µm²
* Simple-gate share of the synthesized area: 11.13%
- Number of buffers inserted for hold repair after clock tree synthesis: 0
* Highest Clock Rate: 117.9 MHz
- Counting the fill cells in the layout gives 1587.
* Most frequent cells in the layout: sky130_fd_sc_hd__edfxtp_1, sky130_fd_sc_hd__mux2_2, sky130_fd_sc_hd__nand2_1
- Post-synthesis cell count from yosys: 524
- Global-route wire length before repair: 27870 µm
* Sequential element share of the synthesized area: 52.24%
- Count of unresolved DRC violations after routing: 0
- According to the dpl log, the detail-placed design has an HPWL of 11150 µm.
* Maximum capacitance violations: 0
- Looking at the critical path, the single cell with the biggest stage delay is sky130_fd_sc_hd__clkdlybuf4s50_1.
- Before any placement, the netlist area is recorded as 7664 µm².
- Number of warning messages in the yosys log: 2
* Number of antenna violations at the first check in global routing: 0
- Async set-or-reset flop fraction in the synthesized netlist: 0%
* Post-layout period usage of the worst path: 56.91%
- Buffers added to address setup during post-CTS repair amount to 0.
- CTS Buffer Depth: 2
- Entering global routing, the biggest net connects 60 pins.
- Finished Core Util: 47.53%
- Worst Path Max Fanout: 34
- Clock transition at the register clock pins on the worst setup and hold paths after CTS: 0.05 ns
- The initial utilization of the core area, before any placement, comes to 40.83%.
- Commonest non-fill, non-tap cell in the layout: sky130_fd_sc_hd__edfxtp_1
- Hold Violations, Final: 0
* Multiplexer fraction of the synthesized cell area: 28.64%
- Type of element launching the critical path: input pin
- Once iteration 0 of detailed routing completed, the report listed 262 DRC markers.
- The repair_antennas step left the layout with diodes totalling 0.
- Final max-slew violation count: 0
* Capture endpoint of the worst hold path: mem[124]
- CP Data Arrival Time: 5.50 ns
- By startpoint and endpoint, the worst setup path is classified as input pin to output pin.
- The H-tree was split into 4 levels.
- In this run, synthesis inferred 128 flip-flops with an integrated enable.
- Measured against its own limit, the worst slew margin works out to 35.91%.
* Register area: 4004 µm²
- Main flop type after synthesis: sky130_fd_sc_hd__edfxtp_1
- Core area: 18770 µm²
- The number of global-route vias before repair was 4827.
- Number of warnings in the stage logs: 26
* Worst-margin pin slew: 0.9614 ns
* Combined area of the multi-input logic cells: 3551 µm²
* Cell-by-cell trace of the critical path: clkdlybuf4s50_1 -> buf_4 -> clkinv_1 -> mux2_2 -> o211ai_1 -> o211ai_1 -> o21a_1 -> clkdlybuf4s50_1
- Clock tree sinks: 136
* Cell Rows: 50
- Start point of the worst hold path: mem[124]
- Final weighted congestion of routability-driven global placement: 0.8515
- Die Ht: 140.4 µm
- Combinational fraction of design power: 10.1%
* Outcome: complete, no violations
* Yosys stat chip area: 7664 µm²
* Number of cells on the worst reg-to-reg path: 4
- Along the critical path, the tally of buffer and inverter instances is 4.
- Global-route usage over all layers: 19.93%
- VDD IR max: 0.07776 mV
- From left edge to right edge, the die measures 140.4 µm.
- Capture point of the worst reg-to-reg path: rdata_int[7]
- Capturing element type of the critical path: output pin
- IO Port Bufs: 36
- Post-layout total power: 0.9419 mW
- Per the final layout report, the fraction of cells sized above drive strength 1 comes to 38.41%.
* R2r setup slk: 13.27 ns
- Among all stages on the critical path, the maximum delay recorded is 0.46 ns.
- Gates resized during post-CTS repair numbered 0.
[metal layers]
layer | GRT usage [%] | part of all wire, %
met4 | 2.198 | 1.2
met5 | 0 | 0
met3 | 7.593 | 7.7
met1 | 30.86 | 44
met2 | 29.53 | 47
[final cells by class]
type	count	area share [%]
clock buffers	19	4.853
clock inverters	12	1.501
inverters	4	0.1683
multi-input cells	353	39.81
flip-flops and latches	136	44.89
well taps	234	3.282
repair buffers	54	5.499
[logic make-up after synthesis]
logic type / count (synthesis)
adder cells (fa/ha/maj): 2
multiplexers: 163
AND-OR/OR-AND: 56
AND/OR/NAND/NOR: 130
XOR/XNOR: 2
flip-flops: 136
buffers and inverters: 35
[power by group through the flow]
stage / registers [mW] / logic [mW] / clock network (mW)
after CTS: 0.441 / 0.0958 / 0.414
after global routing: 0.443 / 0.104 / 0.429
final: 0.441 / 0.0949 / 0.406
[cells in the mapped netlist (all sizes together), types with 2 or more instances]
master / instances / area (µm²)
or4: 7 / 52.55
o31a: 2 / 17.52
xor2: 2 / 17.52
o211ai: 17 / 132.6
edfxtp: 128 / 3844
mux4: 32 / 720.7
ha: 2 / 25.02
nor2: 14 / 52.55
nand3: 10 / 50.05
or2: 3 / 18.77
a2bb2oi: 4 / 41.29
dfxtp: 8 / 160.2
nor4: 20 / 350.3
nor3: 5 / 25.02
buf: 10 / 42.54
mux2: 130 / 1464
o31ai: 2 / 15.01
o21ai: 11 / 55.05
nand3b: 2 / 15.01
clkbuf: 21 / 78.83
a21oi: 3 / 15.01
nand2: 58 / 217.7
o21a: 8 / 60.06
o2111ai: 4 / 35.03
or3: 4 / 25.02
clkinv: 2 / 7.510
inv: 2 / 7.510
nand2b: 3 / 18.77
[through the flow]
step	instance area [µm²]	setup slack, ns
2_1_floorplan	7664	5.975
3_3_place_gp	8353	6.456
3_5_place_dp	8353	6.422
4_1_cts	8920	6.407
5_1_grt	8920	6.257
6_report	8920	6.420
[sequential cells by signal (all words and copies together), names as in the netlist]
register and count:
mem 128, rdata_int 8
[how the worst max path moves through the flow]
| stage | from | depth (start not counted) | end |
|---|---|---|---|
| CTS | addr[2] | 8 | rdata[7] |
| global route | addr[2] | 9 | rdata[5] |
| finish | addr[2] | 8 | rdata[7] |
Power and IR drop assume default switching activity.
